===== /design/flow/run.sh =====
#!/bin/bash
# OpenROAD 26Q1-2900-gdf79404cd8, Yosys 0.63+post, stock flow scripts
make -C /OpenROAD-flow-scripts/flow DESIGN_CONFIG=/design/flow/config.mk WORK_HOME=/design/flow/orfs finish

===== /design/flow/config.mk =====
export PLATFORM = sky130hd
export DESIGN_NAME = Adder
export DESIGN_NICKNAME = Adder
export VERILOG_FILES = /design/flow/design.v
export SDC_FILE = /design/flow/constraint.sdc
export NUM_CORES = 4
export LEC_CHECK = 1
export CORE_UTILIZATION = 30

===== /design/flow/constraint.sdc =====
current_design Adder

set clk_period 25.8
set clk_io_pct 0.2

create_clock -name clk0 -period $clk_period

set non_clock_inputs [all_inputs -no_clocks]
set_input_delay [expr $clk_period * $clk_io_pct] -clock clk0 $non_clock_inputs
set_output_delay [expr $clk_period * $clk_io_pct] -clock clk0 [all_outputs]

===== /design/flow/design.v =====
module ALU_LEGv8(A, B, FS, C0, F, status);
		input [63:0]A, B;
		input C0;
		input [4:0]FS;  
		output [63:0]F;
		output [3:0]status;
		wire [63:0] A_signal, B_signal;
	assign A_signal = FS[0] ? ~A:A;  
	assign B_signal = FS[1] ? ~B:B;  
		wire Z, N, C, V;
		assign status = {V, C, N, Z};
		assign N = F[63];
		assign Z = (F == 64'b0) ? 1'b1 : 1'b0;
		assign V = ~(A_signal[63] ^ B_signal[63]) & (F[63] ^ A_signal[63]);
		wire [63:0] and_out, or_out, xor_out, add_out, shift_left, shift_right;
		assign and_out = A_signal & B_signal;
		assign or_out = A_signal | B_signal;
		assign xor_out = A_signal ^ B_signal;
	CLA_64bit adder_inst(add_out, C, A_signal, B_signal, C0);
		shifter shift_inst(A, B[5:0], shift_left, shift_right);
		Mux8to1Nbit main_mux(F, FS[4:2], and_out, or_out, add_out, xor_out, shift_left, shift_right, 64'b0, 64'b0);
		endmodule
module Adder(A, B, C_in, S, C_out);
			input [63:0]A, B;
			input C_in;
			output [63:0]S;
			output C_out;
			assign {C_out, S} = A + B + C_in;
endmodule
module Mux8to1Nbit(F, S, I0, I1, I2, I3, I4, I5, I6, I7);
			parameter N = 64;
			input [N-1:0] I0, I1, I2, I3, I4, I5, I6, I7;
			input [2:0]S; 
			output [N-1:0]F;
			assign F = S[2] ? (S[1] ? (S[0] ? I7:I6): (S[0] ? I5:I4)) : (S[1] ? (S[0] ? I3:I2): (S[0] ? I1:I0));
			endmodule
			module shifter(A, shift_amount, left, right);
			input [63:0]A;
			input [5:0]shift_amount;
			output [63:0]left, right;
			assign left = A << shift_amount;
			assign right = A >> shift_amount;
			endmodule

==> flow_summary.json <==
{
  "run_status": "finished, final reports clean",
  "grt_pass1_wl_um": 21600,
  "die_width_um": 116,
  "power.share.switching_pct": 42.0,
  "coreArea_um2": 12600,
  "n_clock_buffer": 0,
  "remaining_drc_errors": 0,
  "area_delta_synth_final_pct": 52.9,
  "antenna-diode-count": 0,
  "synth.largest_area_cell": "sky130_fd_sc_hd__ha_1",
  "stdcell_count": 916,
  "p_per_area_nw_per_um2": 27.5,
  "rsz0062_at_grt": "no",
  "synthAdderAreaFrac_pct": 21.4,
  "setup_viol": 0,
  "warning_count": 32,
  "grtUsageTotal_pct": 19.9,
  "worst-slew-pin-transition_ns": 0.607,
  "switching_power_uw": 68.4,
  "post_route_antenna_net_violation_count": 0,
  "post-dp-hpwl_um": 12000,
  "yosys-dominant-comb-family": "AND-OR/OR-AND gates",
  "placement.setup.worst_slack_ns": 11.49,
  "avgRoutedWirePerCell_um": 14.9,
  "endpoint_kind": "output port",
  "final_layout_size_suffix_gt1_share_pct": 1.75,
  "postCtsSetupRepairBufs": 0,
  "grt_antenna_before_repair": 0,
  "count_of_yosys_warnings_during_synthesis": 0,
  "dieHeight_um": 116,
  "internal_power_uw": 94.5,
  "average_cell_area_after_synthesis_um2": 6.76,
  "grt_pass1_vias": 4515,
  "post_synth_simple_gate_area_pct": 22.3,
  "share_clk_of_total_power_pct": 0,
  "std_cell_rows": 41,
  "worst_hold_path_type": "in -> out",
  "fillerInstances": 1292,
  "ff_latch_area_um2": 0,
  "yosys.stat.chipArea_um2": 3880,
  "cts.repair.resized": 0,
  "maxSlewViolCount": 0,
  "cts_hold_repair.buffers": 0,
  "setup_tns_ns": 0,
  "worstPathMaxFanout": 3,
  "setup.worst_path.class": "in -> out",
  "yosys-mux-area-fraction_pct": 0,
  "max-cap-violations": 0,
  "route.final.wire_length_um": 13600,
  "floorplan_core_density_pct": 30.7,
  "cell_count_post_placement": 916,
  "floorplan.io_pins": 194,
  "ao_oa_area_share_pct": 39.0,
  "max_slew_margin_pct": 59.1,
  "grt_overflow_total": 0,
  "synth_largest_type_area_fraction_pct": 20.3,
  "worstPathArrival_ns": 9.18,
  "synth.area.top_cells": "sky130_fd_sc_hd__ha_1 20%, sky130_fd_sc_hd__a21oi_1 10%, sky130_fd_sc_hd__xnor2_1 9.0%, sky130_fd_sc_hd__a21o_1 7.5%, sky130_fd_sc_hd__nand2_1 5.8%",
  "grt_start_max_net_pins": 14,
  "number_of_input_and_output_port_buffers_inserted": 194,
  "vdd_drop_max_v": 0.0000132,
  "floorplan.die_area_um2": 13400,
  "dr_total_vias": 4809,
  "report.final.hold_viol_count": 0,
  "worst_ep_required_time_ns": 20.64,
  "syn_inst": 574,
  "final.setup.worst_slack_ns": 11.46,
  "achievable-frequency_ghz": 0.0697,
  "synth-cells-yosys": 574,
  "critPathLaunchType": "primary input",
  "routabilityCongestion": 0.947,
  "post-route-min-period_ns": 14.34,
  "fraction_of_power_consumed_by_combinational_cells_pct": 100.0,
  "synthTopCellsByCount": "80 x sky130_fd_sc_hd__a21oi_1, 63 x sky130_fd_sc_hd__ha_1, 60 x sky130_fd_sc_hd__nand2_1, 40 x sky130_fd_sc_hd__xnor2_1, 39 x sky130_fd_sc_hd__a21o_1",
  "p_leak_uw": 0.00248,
  "viasPerCell": 5.25,
  "postSynthSeqShare_pct": 0,
  "drt_first_iter_violations": 238,
  "post-synth-top-count-cell": "sky130_fd_sc_hd__a21oi_1",
  "yosys.area_share.xor_xnor_pct": 12.9,
  "finalCritPeriodShare_pct": 55.6,
  "power_frac_seq_pct": 0,
  "mappedNetlistArea_um2": 3880,
  "synthDistinctLibCells": 58,
  "drtPass1Iterations": 6,
  "design.seq.count": 0
}
[power groups by stage]
stage	Sequential, µW	Combinational, µW	Clock, µW
global route	0	179	0
finish	0	163	0
CTS	0	164	0
[final timing paths]
kind / from / end / slack, ns / cells after the start
min: C_in / S[0] / 11.40 / 3
max: A[0] / S[50] / 11.46 / 14
[cells in the final DEF, fill, tap and decap left out, drive strengths merged, types with 3 or more instances in the layout]
master           n
o211ai           4
a21o            39
nand2b           4
xor2            17
o21ai           46
o21bai          16
a211oi           4
xnor2           40
nor2b            8
ha              63
clkdlybuf4s50  194
nand2           60
and3             9
nor2            37
a31oi            8
nor3            12
or3              3
o31ai            3
a221oi           3
nand3           16
inv             18
a311oi           3
nand4           17
a21oi           82
and2             4
nor4             4
o21a             6
[metal layers]
metal,track usage (%),share of wire [%],wire [µm]
met5,0,0,0
met4,2.22,1.2,160
met3,1.33,5.3,724
met2,32.5,44,5990
met1,29.6,50,6740
[kinds of logic (layout without fill, tap and decap cells)]
family	count (synthesis)	after routing
adders and majority gates	65	65
AOI/OAI and AO/OA	231	231
buffers and inverters	42	212
and+or+nand+nor	179	179
xor gates and xnor gates	57	57
[through the flow]
step | power [µW] | utilization (%) | hold WS [ns] | instance area (µm²)
final | 163 | 47.0 | 11.40 | 5930
after global placement | 163 | 47.0 | 11.40 | 5930
after CTS | 164 | 47.0 | 11.40 | 5930
after global routing | 179 | 47.0 | 11.44 | 5930
after detailed placement | 163 | 47.0 | 11.40 | 5930
after floorplan | 78.9 | - | 10.42 | 3880
[critical path, cell delays in order]
cell and delay (ns):
sky130_fd_sc_hd__clkdlybuf4s50_1 0.43, sky130_fd_sc_hd__fa_1 0.46, sky130_fd_sc_hd__fa_1 0.43, sky130_fd_sc_hd__a211oi_1 0.26
sky130_fd_sc_hd__o21bai_1 0.13, sky130_fd_sc_hd__a21oi_1 0.26, sky130_fd_sc_hd__o21ai_1 0.16, sky130_fd_sc_hd__a311oi_1 0.35
sky130_fd_sc_hd__o32ai_1 0.22, sky130_fd_sc_hd__nor2_1 0.31, sky130_fd_sc_hd__o41ai_1 0.15, sky130_fd_sc_hd__a21oi_1 0.22
sky130_fd_sc_hd__xnor2_1 0.13, sky130_fd_sc_hd__clkdlybuf4s50_1 0.51
[cell type report]
type               instances  area, µm²  area share, %
multi-input cells        532       3700           62.5
repair buffers           194       1940           32.7
well taps                172        215           3.63
inverters                 18       67.6           1.14
Power figures rest on the tool's default switching activity, not on a simulated workload.
